===== flow/run.sh =====
#!/bin/bash
# OpenROAD 26Q1-2900-gdf79404cd8, Yosys 0.63+post, stock flow scripts
make -C /OpenROAD-flow-scripts/flow DESIGN_CONFIG=/design/flow/config.mk WORK_HOME=/design/flow/orfs finish

===== flow/config.mk =====
export PLATFORM = sky130hd
export DESIGN_NAME = RF
export DESIGN_NICKNAME = RF
export VERILOG_FILES = /design/flow/design.v
export SDC_FILE = /design/flow/constraint.sdc
export NUM_CORES = 4
export LEC_CHECK = 1
export CORE_UTILIZATION = 30

===== flow/design.v =====
module RF(clk, we, ra0_i,ra1_i,wa_i,wd_i, rd0_o,rd1_o);
	input clk;
	input we;
	input [4:0] ra0_i,ra1_i,wa_i;
	input [31:0] wd_i;
	output [31:0] rd0_o,rd1_o;
	integer i;
	reg [31:0] regs[31:0];
	initial
	     begin
	       for(i=0;i<=31;i=i+1)
	         begin
	           regs[i]=0;
	         end
	     end
	assign rd0_o = (ra0_i==0)?0:regs[ra0_i];
	assign rd1_o = (ra1_i==0)?0:regs[ra1_i];
	always@(negedge clk)
	begin
		if(we)
			regs[wa_i] <= (wa_i!=5'd0)?wd_i:32'd0;
	end
endmodule

===== flow/constraint.sdc =====
current_design RF

set clk_period 9.6
set clk_io_pct 0.2

create_clock -name clk0 -period $clk_period [get_ports {clk}]

set non_clock_inputs [all_inputs -no_clocks]
set_input_delay [expr $clk_period * $clk_io_pct] -clock clk0 $non_clock_inputs
set_output_delay [expr $clk_period * $clk_io_pct] -clock clk0 [all_outputs]

==> impl_metrics.py <==
# Auto-generated metrics
metrics = {
    "flow_run": {
        "cap_violations": 0,
        "tool_warnings": 1028,
    },
    "floorplanning": {
        "die_h_um": 401,
        "io_pins": 113,
        "core_sq_um": 158000,
        "fp_util_pct": 30.2,
        "die_x_um": 401,
        "rows": 146,
        "die_area_sq_um": 161000,
    },
    "place": {
        "gp_congestion": 0.904,
        "hpwl_um": 95400,
        "port_buffers": 112,
        "placed_area_sq_um": 52300,
        "dp_cells": 4599,
    },
    "finish": {
        "regArea_sq_um": 30700,
        "nFillCells": 14200,
        "final-comb-area_sq_um": 16300,
        "largest_reg_flops": 1024,
        "final_util_pct": 37.9,
        "reg_top3": "regs x1024",
        "areaGrowthSynthToFinish_pct": 25.4,
        "largest_register": "regs",
        "finalNonFillerCells": 5823,
        "final_area_sq_um": 60000,
        "layout-drive-gt1-share_pct": 26.2,
    },
    "timing": {
        "final-max-slew-violation-count": 0,
        "rsz0062_at_grt": "no",
        "tightest_slew_ns": 0.852,
        "setup_violations": 0,
        "slew_headroom_pct": 43.2,
        "whs_ns": 4.73,
        "hold_viol": 0,
    },
    "setup_path": {
        "cp_cell_sequence": "mux4_2, nor2b_1, a211oi_1, a311oi_2, clkdlybuf4s50_1",
        "crit_required_ns": 7.68,
        "critPathKind": "reg2out",
        "crit_arrival_ns": 7.59,
        "critPathMaxStageDelay_ns": 0.49,
        "cpMaxStageDelayCell": "clkdlybuf4s50_1",
        "startpoint_type": "register",
        "cp_max_fo": 2,
        "crit_family": "AND-OR/OR-AND gates",
        "setup.worst_path.end_class": "primary output",
        "critPathBufInv": 1,
    },
    "yosys": {
        "ys_seq_share_pct": 64.2,
        "synth_top_cell_by_count": "edfxtp_1",
        "syn-cell-area_sq_um": 47900,
        "avgSynthCellArea_sq_um": 19.7,
        "ys_top_cells_by_count": "1024 x edfxtp_1, 448 x mux4_2, 128 x mux2i_1",
        "edf_count": 1024,
        "yosys.stat.chipArea_sq_um": 47900,
        "top_area_cell": "edfxtp_1",
        "syn_inst": 2434,
        "ys_cells": 2434,
        "synthArstFlopShare_pct": 0,
        "ys_ff": 1024,
        "yosys_warnings": 1,
        "flop_cell": "edfxtp_1",
        "synth.distinct_cells": 33,
        "top_area_share_pct": 64.2,
        "ys_top_cells_by_area": "edfxtp_1 64%, mux4_2 21%, mux2i_1 2.7%, mux2_2 1.5%, a311oi_1 1.2%",
    },
    "clock_network": {
        "cts_buffers": 106,
        "clk_pin_slew_ns": 0.03,
        "clk_path_buf_depth": 3,
        "cts_tree": "yes",
        "clockRootBuffer": "clkbuf_16",
        "postCtsHoldBufs": 0,
        "cts.sinks": 1024,
        "post_cts_buffers": 0,
        "htreeDepth": 3,
    },
    "grt": {
        "grt.busiest_layer": "met2",
        "grt_max_degree": 75,
        "overflow": 0,
        "grt_usage_pct": 21.3,
        "grtUsageMet1_pct": 20.0,
        "gr-usage-met3_pct": 24.8,
        "antenna_found_initial": 5,
        "grtUsageMet2_pct": 27.8,
        "grt_first_pass_wirelength_um": 228000,
        "grt_pass1_vias": 35700,
    },
    "power": {
        "p_per_area_nw_per_um2": 199,
        "p_leak_nw": 22.8,
        "ir_worst_vdd_v": 0.000138,
    },
    "drt": {
        "wl_per_cell_um": 27.4,
        "drt_wl_total_um": 159000,
        "postRouteAntennaNets": 0,
        "drt-vias-per-instance": 5.29,
        "first_pass_iters": 5,
        "drc_errors": 0,
        "vias": 30800,
        "drt_iter0_markers": 1594,
    },
    "hold_path": {
        "hold_class": "in2out",
    },
    "run_status": {
        "status": "finished, final reports clean",
    },
}
## through the flow
stage	setup slack, ns	TNS [ns]	total power, mW
after global routing	0.000820	0	12.6
final	0.0916	0	11.9
after global placement	0.532	0	6.69
after detailed placement	0.539	0	6.69
after CTS	-0.0982	-0.0982	12.1
after floorplan	0.568	0	6.27
## final timing paths
kind	from	endpoint	cells after the start
max	regs[1][16]	rd1_o[16]	5
min	ra0_i[3]	rd0_o[8]	4
## cell type report
| type | instances | share of cell area (%) |
|---|---|---|
| Clock inverter | 1117 | 8.03 |
| Inverter | 2 | 0.0208 |
| Antenna cell | 2 | 0.00834 |
| Clock buffer | 107 | 4.46 |
| Tap cell | 2072 | 4.32 |
| Timing Repair Buffer | 299 | 4.74 |
| Multi-Input combinational cell | 1200 | 27.2 |
| Sequential cell | 1024 | 51.2 |
## routing by layer
| layer | up-vias | wire length, um |
|---|---|---|
| met5 | - | 227 |
| met4 | 16 | 4770 |
| met3 | 302 | 38100 |
| met2 | 2546 | 68800 |
| met1 | 14900 | 47500 |
| li1 | 13100 | - |
## cell families after synthesis
group	count (synthesis)	synth area share [%]
compound gates	369	5.53
mux	640	25.3
flops	1024	64.2
buf+inv	210	2.78
simple gates	191	2.19
## power breakdown
group	switching [mW]	internal [mW]	total [mW]
clock	2.77	3.12	5.89
sequential	0.0210	5.03	5.05
combinational	0.570	0.415	0.984
## placed cells by master (no fill, tap or decap), types with 4 or more instances in the layout
master and n:
mux4_2 448, a211oi_1 42, bufinv_16 20, nor2_1 6, a311oi_1 44, clkdlybuf4s50_1 95
clkbuf_16 107, o2111ai_1 15, buf_12 24, o21ai_2 7, mux2i_1 128, inv_4 7
nand3b_1 5, nor2b_1 64, a22oi_1 64, o21ai_1 99, clkinvlp_2 32, a221oi_1 47
buf_2 4, mux2_2 64, nor2_4 34, buf_4 163, edfxtp_1 1024, dlymetal6s2s_1 7
a211oi_2 22, o21ai_0 7, a311oi_2 20, and2_1 32, nand2_1 32, inv_6 4
buf_8 4, inv_1 1053
## timing repair
item / 4_1_cts / 5_1_grt
endpoints found under the hold margin: 0 / 0
pin swaps: 0 / 6
endpoints found under the setup margin: 11 / 40
gates resized: 13 / 44
No activity file was given, so power comes from the tool's default toggle rates.
