--- /design/flow/run.sh ---
#!/bin/bash
# OpenROAD 26Q1-2900-gdf79404cd8, Yosys 0.63+post, stock flow scripts
make -C /OpenROAD-flow-scripts/flow DESIGN_CONFIG=/design/flow/config.mk WORK_HOME=/design/flow/orfs finish
--- /design/flow/config.mk ---
export PLATFORM = sky130hd
export DESIGN_NAME = mux
export DESIGN_NICKNAME = mux
export VERILOG_FILES = /design/flow/design.v
export SDC_FILE = /design/flow/constraint.sdc
export NUM_CORES = 4
export LEC_CHECK = 1
export CORE_AREA = 10 10 71 71
export DIE_AREA = 0 0 81 81
--- /design/flow/constraint.sdc ---
current_design mux

set clk_period 1.0
set clk_io_pct 0.2

create_clock -name clk0 -period $clk_period

set non_clock_inputs [all_inputs -no_clocks]
set_input_delay [expr $clk_period * $clk_io_pct] -clock clk0 $non_clock_inputs
set_output_delay [expr $clk_period * $clk_io_pct] -clock clk0 [all_outputs]
--- /design/flow/design.v ---
module mux(s,y,d0,d1,d2,d3);
  parameter sigwidth=1, width=32;
  input [sigwidth-1:0] s;
  input [width-1:0] d0,d1,d2,d3;
  output reg [width-1:0] y;
  always@(*)
  begin 
    case(s)
      2'b00:
      begin
        y=d0;
      end
      2'b01:
      begin
        y=d1;
      end
      2'b10:
      begin
        y=d2;
      end
      2'b11:
      begin
        y=d3;
      end
    endcase
  end
endmodule
==> impl_metrics.json <==
{
  "grt_use_met1_pct": 10.0,
  "cp_max_fo": 8,
  "initial_core_util_pct": 15.0,
  "yosys_area_um2": 544,
  "synth_seq_share_pct": 0,
  "worstSetupPathType": "input port to output pin",
  "antennaDiodeCount": 0,
  "irDropWorstVdd_uv": 172,
  "num_io_pins": 161,
  "vias": 724,
  "grt_max_degree": 11,
  "tightest_slew_ns": 0.0924,
  "place_congestion": 0.816,
  "fin_crit_sh_pct": 118,
  "cp_data_arrival_time_ns": 0.98,
  "syn_to_final_growth_pct": 201,
  "ant_nets": 0,
  "status": "finished with violations",
  "grtUsageMet3_pct": 3.45,
  "power_leakage_nw": 0.913,
  "drt_iter0_drc": 7,
  "final_cell_area_um2": 1640,
  "slowest_stage": "mux2_4",
  "cp-end-kind": "output pin",
  "routed_via_density": 3.83,
  "synthesis.area_um2": 544,
  "hold_path.class": "input port to output pin",
  "postLayoutCoreUtil_pct": 45.0,
  "drc": 0,
  "rows": 22,
  "routed_wl_um": 3040,
  "pwr-share-clk_pct": 0,
  "p_switching_uw": 146,
  "worst_slack_ns": -0.182,
  "min_period_ns": 1.18,
  "seq_area_um2": 0,
  "grt_overflow": 0,
  "area_leaders": "mux2_4, buf_12, mux2_2",
  "final_cells": 189,
  "maxSlewViolCount": 0,
  "yosys_warnings": 1,
  "drive_gt1_share_pct": 54.6,
  "place_inst": 179,
  "finalSetupViolCount": 32,
  "synthCells": 36,
  "grt_use_met2_pct": 14.0,
  "clock_buffers": 0,
  "slew_headroom_pct": 93.8,
  "path_buffers": 4,
  "intPower_uw": 503,
  "critPathMaxStageDelay_ns": 0.28,
  "warning_count": 98,
  "powerDensity_nw_per_um2": 397,
  "yosys_cells": 36,
  "antenna_found_initial": 0,
  "hold_viol_final": 0,
  "grt_pass1_vias": 802,
  "sw_frac_of_total_pct": 22.5,
  "chipArea_um2": 6560,
  "gr-max-usage-layer": "met2",
  "coreArea_um2": 3630,
  "place_area_um2": 1540,
  "num-fill-cells": 351,
  "die_h_um": 81,
  "firstDrtPassIters": 2,
  "post_drt_wl_per_cell_um": 16.1,
  "cap_violations": 0,
  "setup-tns-final_ns": -3.42,
  "die_x_um": 81,
  "crit_family": "buffers and inverters",
  "grt_pass1_wl_um": 4360,
  "p_comb_share_pct": 100.0,
  "synthDistinctLibCells": 4,
  "grt_usage_pct": 8.20,
  "crit_top_cell": "buf_12",
  "top_cell_area_share_pct": 82.8,
  "largest_area_cell": "mux2_4",
  "startpoint_type": "input port",
  "timing.fmax_mhz": 846,
  "portBuffers": 97,
  "p_seq_share_pct": 0,
  "violations": "negative setup slack",
  "grt_setup_unrepaired": "yes",
  "worst_ep_required_time_ns": 0.80,
  "avgSynthCellArea_um2": 15.1,
  "seq_cell_count": 0,
  "cp_cell_sequence": "buf_12 -> buf_12 -> buf_8 -> mux2_4 -> buf_2"
}
through the flow:
stage	worst slack [ns]	hold slack, ns	power, mW
floorplan	0.0669	0.498	0.206
detailed placement	-0.514	1.18	0.661
finish	-0.182	0.695	0.649
global route	-0.211	0.712	0.694
CTS	-0.184	0.801	0.613
global placement	-0.512	1.18	0.659
timing repair:
action | CTS | global route
hold buffers | 0 | 0
cloned | 2 | 0
setup buffers | 8 | 0
resized | 168 | 21
endpoints found under the hold margin | 0 | 0
setup endpoints to repair | 32 | 32
final timing paths:
| kind | from | endpoint | slack (ns) | cells past startpoint |
|---|---|---|---|---|
| setup / recovery | s[0] | y[2] | -0.18 | 5 |
| hold / removal | d0[4] | y[4] | 0.69 | 3 |
final cells by class:
| type | instances | area (um2) | area share [%] |
|---|---|---|---|
| repair buffers | 109 | 1100 | 67.2 |
| well taps | 48 | 60.1 | 3.67 |
| multi-input cells | 32 | 477 | 29.1 |
power by group through the flow:
| stage | clock, mW | combinational, mW | sequential (mW) |
|---|---|---|---|
| finish | 0 | 0.649 | 0 |
| CTS | 0 | 0.613 | 0 |
| global route | 0 | 0.694 | 0 |
cell usage after synthesis:
| library cell | n |
|---|---|
| buf_12 | 3 |
| mux2_4 | 30 |
| buf_6 | 1 |
| mux2_2 | 2 |
cell families after synthesis:
logic type / after synthesis / share of synthesized area, %
buf+inv: 4 / 13.1
mux: 32 / 86.9
layout by cell type (no fill, tap or decap), drive strengths merged:
master,n
buf,45
dlygate4sd2,49
mux2,32
clkdlybuf4s50,8
dlymetal6s2s,7
metal layers:
metal  routed length, um  share of wire, %  up-vias
li1                    -                 -      352
met2                1490                49       53
met3                 359                12        0
met4                   0                 0        0
met1                1200                39      319
met5                   0                 0        -
Power and IR drop assume default switching activity.
